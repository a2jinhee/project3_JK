[flow/run.sh]
#!/bin/bash
# OpenROAD 26Q1-2900-gdf79404cd8, Yosys 0.63+post, stock flow scripts
make -C /OpenROAD-flow-scripts/flow DESIGN_CONFIG=/design/flow/config.mk WORK_HOME=/design/flow/orfs finish
[flow/config.mk]
export PLATFORM = sky130hd
export DESIGN_NAME = DUAL_PORT_SRAM
export DESIGN_NICKNAME = DUAL_PORT_SRAM
export VERILOG_FILES = /design/flow/design.v
export SDC_FILE = /design/flow/constraint.sdc
export NUM_CORES = 4
export LEC_CHECK = 1
export CORE_UTILIZATION = 50
export SYNTH_MEMORY_MAX_BITS = 65536
[flow/constraint.sdc]
current_design DUAL_PORT_SRAM

set clk_period 29.5
set clk_io_pct 0.2

create_clock -name clk0 -period $clk_period [get_ports {clk}]

set non_clock_inputs [all_inputs -no_clocks]
set_input_delay [expr $clk_period * $clk_io_pct] -clock clk0 $non_clock_inputs
set_output_delay [expr $clk_period * $clk_io_pct] -clock clk0 [all_outputs]
[flow/design.v]
module DUAL_PORT_SRAM
#(
    parameter   AW              = 8,     
    parameter   DW              = 32     
)
(
    input   wire                clk,
    input   wire                wren_i,
    input   wire [AW-1:0]       waddr_i,
    input   wire [DW/8-1:0]     wbyteenable_i,
    input   wire [DW-1:0]       wdata_i,
    input   wire [AW-1:0]       raddr_i,
    output  reg  [DW-1:0]       rdata_o
);
    reg [DW-1:0]                ram[2**AW-1:0];  
    always @(posedge clk) begin
        if (wren_i) begin
            for (int i=0; i<DW/8; i++) begin
                if (wbyteenable_i[i]) begin
                    ram[waddr_i][8*i+:8]        <= wdata_i[8*i+:8];
                end
            end
        end
    end
    always @(posedge clk) begin
        rdata_o                 <= ram[raddr_i];
    end
    // synthesis translate_off
    function write;
    input   [AW-1:0]    addr;
    input   [DW-1:0]    data;
    begin
        ram[addr]               = data;
    end
    endfunction
    // synthesis translate_on
endmodule
==> run_results.csv <==
group,metric,value,unit
clock_tree,ctsResizeCount,0,
power,power_density,66.7,mW/mm²
synthesis,postSynthCellCount,15601,
floorplan,chipArea,0.642,mm²
routing,ant_nets,0,
synthesis,ys_seq_share,77.2,%
routing,vias,163534,
floorplan,core,0.636,mm²
clock_tree,cts_hold_buf,0,
clock_tree,htree_levels,6,
final_timing,drv_slew,0,
placement,place_ws,16570,ps
setup_path,path_depth,15,
layout,drive_gt1_share,22.9,%
final_timing,slew_headroom,8.56,%
setup_path,crit_arrival,12890,ps
setup_path,required,30600,ps
clock_tree,worstSkewPairLatency,1200,ps
floorplan,std_cell_rows,293,
setup_path,reg2reg_depth,7,
final_timing,finalHoldViolCount,0,
routing,via_per_inst,6.30,
synthesis,ys_types,68,
synthesis,yosys_cells,15601,
setup_path,cpPeakStageDelay,670,ps
placement,dp_hpwl,674,mm
global_route,track_usage,35.4,%
synthesis,yosys_area,0.319,mm²
routing,wl,1000,mm
flow_run,drv_cap,0,
global_route,grt_first_pass_wirelength,1380,mm
routing,drt-initial-drc-count,11829,
hold_path,hold_path_class,"reg2reg",
clock_tree,cts_made_buffers,820,
global_route,grt_pass1_vias,174468,
floorplan,io_pins,86,
layout,post-route-util,56.7,%
setup_path,timing.critical_path.buf_inv,8,
global_route,grt_max_degree,129,
setup_path,slowest_stage,"buf_4",
setup_path,end_kind,"flip-flop",
synthesis,syn_avg_cell_area,20.5,µm²
synthesis,synth-edff-count,8192,
clock_tree,clockBufferDepth,4,
layout,area_growth,13.0,%
placement,port_buffers,85,
power,ir_worst_vdd,0.0714,mV
final_timing,finClkSkew,88.1,ps
routing,detail_route.wl_per_cell,38.6,µm
setup_path,critPathMostFrequentCell,"buf_4",
synthesis,yosysWarnings,2,
final_timing,fmax,84.9,MHz
outcome,outcome,"completed",
clock_tree,path_clk_slew,60,ps
final_timing,layout_setup_ws,17720,ps
synthesis,synth_area,0.319,mm²
global_route,antenna_found_initial,92,
clock_tree,cts.sinks,8224,
setup_path,path_cells,"buf_16, buf_4, buf_4, buf_4, buf_4, buf_4, buf_4, buf_4, mux4_2, nand2_1, a32oi_1, o2111ai_1, nor4_1, nand3_1, nor3_1",
floorplan,fp.dieW,801,µm
final_timing,worst_slew_pin_slew,1370,ps
clock_tree,cts_root_buf,"clkbuf_16",
routing,first_pass_iters,9,
setup_path,crit_family,"buffers and inverters",
final_timing,fin_tns_setup,0,ps
clock_tree,cts_tree,"yes",
floorplan,fp_util,50.2,%
flow_run,warning_count,62,
final_timing,finalCriticalPeriod,11780,ps
global_route,globalRouteOverflowTotal,0,
final_timing,rsz0062_at_grt,"false",
synthesis,ys.flop_type,"edfxtp_1",
synthesis,synth_async_sr_flop_share,0,%
routing,drc,0,
hold_path,holdPathStages,6,
power,cellLeakagePower,0.115,µW
final_timing,setup_viol,0,
placement,finalWeightedCongestion,1.01,
final_timing,period_used_share,39.9,%
setup_path,start_kind,"primary input",
setup_path,worst-path-max-fanout,50,
clock_tree,cts_setup_buffers,0,
setup_path,path_class,"in2reg",
floorplan,die_h,801,µm
synthesis,ys_ff,8224,
cells in the final DEF, fill, tap and decap left out, types with 42 or more instances in the layout:
cell type and count:
nor4_1 51, mux4_2 1537, edfxtp_1 8192, buf_4 1168, nand2_1 491, a22oi_1 91, mux2i_1 1262, nor2_1 1133
a22o_1 42, a21oi_1 170, clkdlybuf4s50_1 45, nor3_1 160, diode_2 174, a211oi_1 71, nand4_1 67, a221oi_1 147
clkbuf_1 217, o21ai_0 89, clkinv_2 133, a2111oi_0 47, clkbuf_16 832, nor2b_1 51, o221ai_1 280, o211ai_1 82
clkinv_1 194, o22ai_1 215
registers in the layout, summed over array words and instances (netlist names):
register,count
ram,8192
rdata_o,32
metrics by stage:
step                      cell area [µm²]  cells  total power (µW)  hold slack [ps]
final                              361000  25971             24100             1020
after global routing               361000  25909             24700             1100
after CTS                          361000  25797             24200             1040
after detailed placement           335000  24310             14400             1020
after global placement             335000  24297             14400              995
after floorplan                    319000  15601             13700              728
worst min-delay path, delay by kind of cell (launching register included):
family          cells  cell delay [ps]
flops               1              350
mux                 1              130
simple gates        3              220
compound gates      2              300
layout make-up:
type	count	area [µm²]
diodes	174	435
clock buffers	1062	21800
clock inverters	425	3420
fillers	46233	275000
inverters	29	124
multi-input cells	6368	67700
flip-flops and latches	8224	247000
well taps	8407	10500
repair buffers	1282	10300
synthesized netlist by cell type, types with 67 or more instances:
cell      number  area share, %
mux4_2      1537             11
a211oi_1      76           0.18
a22oi_1       91           0.21
o22ai_1      215           0.42
buf_1         72          0.085
buf_2        177           0.28
a221oi_1     155           0.43
nand4_1       67           0.13
o211ai_1      82           0.19
clkbuf_1     462           0.54
nor2_1      1157            1.4
a21oi_1      170           0.27
buf_4        111           0.26
o221ai_1     280           0.77
nor3_1       182           0.29
o21ai_0       89           0.14
edfxtp_1    8192             77
mux2i_1     1262            4.0
buf_6        144           0.51
nand2_1      503           0.59
routing by layer:
| layer | routed length [µm] | up-vias | global-route usage [%] |
|---|---|---|---|
| met3 | 218000 | 2051 | 32.6 |
| met4 | 56000 | 171 | 14.4 |
| met5 | 10500 | - | 12.8 |
| met2 | 433000 | 11357 | 45.4 |
| li1 | - | 67423 | - |
| met1 | 287000 | 82532 | 42.0 |
power breakdown:
part	total (µW)	switching [µW]	internal, µW
sequential	12900	42.2	12900
clock	9900	4380	5520
combinational	1250	867	382
total	24100	5290	18800
final timing paths:
| kind | from | endpoint | slack [ps] |
|---|---|---|---|
| setup / recovery | raddr_i[0] | rdata_o[13] | 17720 |
| hold reg to reg | ram[250][15] | rdata_o[15] | 1020 |
| setup reg to reg | ram[113][19] | rdata_o[19] | 25530 |
| hold / removal | ram[250][15] | rdata_o[15] | 1020 |
kinds of logic after synthesis:
group                  after synthesis  share of synthesized area [%]
DFF                               8224                           77.2
muxes                             2807                           14.8
and+or+nand+nor                   2137                           2.85
AOI/OAI and AO/OA                 1424                           3.33
buffers and inverters             1009                           1.78
Power and IR drop assume default switching activity.
