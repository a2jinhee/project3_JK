[design/flow/config.mk]
export PLATFORM = sky130hd
export DESIGN_NAME = PE
export DESIGN_NICKNAME = PE
export VERILOG_FILES = /design/flow/design.v
export SDC_FILE = /design/flow/constraint.sdc
export NUM_CORES = 4
export LEC_CHECK = 1
export CORE_UTILIZATION = 40
[design/flow/constraint.sdc]
current_design PE

set clk_period 29.3
set clk_io_pct 0.2

create_clock -name clk0 -period $clk_period [get_ports {clk}]

set non_clock_inputs [all_inputs -no_clocks]
set_input_delay [expr $clk_period * $clk_io_pct] -clock clk0 $non_clock_inputs
set_output_delay [expr $clk_period * $clk_io_pct] -clock clk0 [all_outputs]
[design/flow/design.v]
module PE
#(
    parameter DW                = 32     
 )
(
    input   wire                clk,
    input   wire                rst_n,
    input   wire                clr_i,
    input   wire                hold_i,
    input   signed [DW-1:0]     a_i,
    input   signed [DW-1:0]     b_i,
    output  signed [DW-1:0]     a_o,
    output  signed [DW-1:0]     b_o,
    output  signed [2*DW:0]     accum_o
);
    reg signed [DW-1:0]         a_reg;
    reg signed [DW-1:0]         b_reg;
    reg signed [2*DW:0]         accum;
    always_ff @(posedge clk)
    begin
        if (!rst_n | clr_i) begin
            a_reg                   <= 'd0;
            b_reg                   <= 'd0;
            accum                   <= 'd0;
        end
        else if (!hold_i) begin
            a_reg                   <= a_i;
            b_reg                   <= b_i;
            accum                   <= accum + (a_i * b_i);
        end
    end
    assign  a_o                 = a_reg;
    assign  b_o                 = b_reg;
    assign  accum_o             = accum;
endmodule
[design/flow/run.sh]
#!/bin/bash
# OpenROAD 26Q1-2900-gdf79404cd8, Yosys 0.63+post, stock flow scripts
make -C /OpenROAD-flow-scripts/flow DESIGN_CONFIG=/design/flow/config.mk WORK_HOME=/design/flow/orfs finish
==> flow_summary.ini <==
; yosys + openroad results
[synthesis]
seq_area_frac_synth = 0.0573
ff_type = dfxtp_1
synth-edff-count = 0
ys_types = 67
syn_inst = 4866
syn_area_um2 = 45100
synth_stat.cells = 4866
synthArstFlopShare = 0
synth_chip_area_um2 = 45100
synth_flops = 129
avgSynthCellArea_um2 = 9.26
yosysWarningCount = 1

[final_layout]
fin_util = 0.443
syn2layout_area_growth_pct = 9.17
drive_above_1_share = 0.0272
largest_reg_flops = 65
nFillCells = 10800

[job]
max_cap_violations = 0
warnings = 28

[sta]
finalClockPeriodUsage = 0.473
skew_ns = 0.0314
rsz0062_at_grt = no
layout_setup_ws_ns = 15.44
finalSetupViolCount = 0
period_needed_ns = 13.87
hold_viol = 0
slew-limit-headroom = 0.393
fmax_mhz = 72.1
fin_tns_setup_ns = 0
maxSlewViolCount = 0
worstMarginPinSlew_ns = 0.907

[worst_setup_path]
crit_type = in -> reg
crit_family = adder cells
arrival_ns = 14.30
slowest_stage = fa_1
rr_startpoint = accum[18]
cp.depth = 29
crit_top_cell = fa_1
cp_max_fo = 33
cp.required_ns = 29.73
r2r_cells = 25
cp_num_buf_inv = 9
critPathLaunchType = input port
end_kind = register
worstReg2RegEnd = accum[48]
rrSetupSlack_ns = 21.31
critPathMaxStageDelay_ns = 0.55

[global_routing]
grt_pass1_vias = 34900
grt_pass1_wl_mm = 197
grt.total_usage = 0.246
grt.overflow.total = 0
grt_max_degree = 55
antenna_found_initial = 0

[cts]
clock_path_buffers = 2
cts-buffers-inserted = 17
cts_root_buf = clkbuf_16
post_cts_buffers = 0
tritoncts = built
clkSinkCount = 129
cts_hold_buf = 0
cts-htree-levels = 4
clk_latency_ns = 0.55
cts.repair.resized = 0
path_clk_slew_ns = 0.08

[floorplan]
rows = 122
dieArea_um2 = 114000
fp.dieH_um = 338
pin_count = 197
die_width_um = 338
initial_core_util = 0.406
core_um2 = 111000

[min_path]
whs_path_depth = 2
hold_path_class = reg -> reg
hold_end = b_reg[22]
worstHoldStart = b_reg[22]

[route]
drtIter0Drc = 1301
route.detailed.drc = 0
ant_nets = 0
route.met3.wl_mm = 8.21
routedWlPerCell_um = 19.1
top_layer_used = met4
wl_met2_mm = 65.8
routed_via_density = 4.93
antenna-diode-count = 0
wl_met1_mm = 44.1
vias = 31600
first_pass_iters = 5
wl_mm = 122

[placed_design]
port_buffers = 196
dp_hpwl_mm = 98.9
place_congestion = 0.945
post-place-ws_ns = 14.93

[outcome]
status = finished clean
-- cell families after synthesis --
kind of cell | Yosys count | synth area share
buffers and inverters | 1518 | 0.127
adder cells (fa/ha/maj) | 1442 | 0.604
AND/OR/NAND/NOR | 1369 | 0.145
AND-OR/OR-AND | 270 | 0.0390
flip-flops | 129 | 0.0573
multiplexers | 74 | 0.0164
XOR/XNOR | 64 | 0.0124
-- per-stage QoR --
step / std cells / hold slack [ns] / cell area (um^2)
after floorplan: 4866 / 0.425 / 45100
after detailed placement: 6381 / 0.479 / 48600
after global placement: 6381 / 0.469 / 48600
after CTS: 6412 / 0.498 / 49200
after global routing: 6412 / 0.525 / 49200
final: 6412 / 0.494 / 49200
-- cell usage after synthesis, drive strengths merged, types with 4 or more instances --
cell	instances	area, um^2
a211oi	14	105
a21o	22	165
a21oi	108	544
a31oi	11	98.8
and2	456	2850
and3	9	56.3
buf	5	21.3
clkbuf	243	915
dfxtp	129	2580
fa	1222	24500
ha	220	2750
inv	1269	4760
mux2i	74	741
nand2	629	2360
nand2b	10	62.6
nand3	25	130
nand4	18	113
nor2	175	657
nor2b	6	37.5
nor3	20	100
o2111ai	4	41.3
o211ai	7	52.6
o21a	5	37.5
o21ai	50	258
o21bai	16	120
o31ai	6	50.1
or2	4	25.0
or3	9	56.3
xnor2	47	412
xor2	17	149
-- per-layer routing --
layer,vias to the layer above,GRT usage
met2,944,0.424
met1,16500,0.310
met4,0,0.0666
met5,-,0
met3,185,0.0689
li1,14000,-
-- how the worst max path moves through the flow --
stage / start / endpoint / slack [ns]
CTS: b_i[1] / accum[57] / 15.50
global route: a_i[19] / accum[48] / 15.11
finish: b_i[1] / accum[57] / 15.44
-- worst reg2reg max path, cell delays in order, from the launching register on --
cell and delay [ns]:
dfxtp_1 0.45, inv_1 0.10, fa_1 0.51, fa_1 0.55
inv_1 0.05, fa_1 0.48, inv_1 0.06, fa_1 0.46
fa_1 0.55, inv_1 0.06, fa_1 0.52, fa_1 0.51
inv_1 0.05, fa_1 0.50, inv_1 0.05, ha_1 0.41
nand4_1 0.15, nor3_1 0.19, o21ai_1 0.17, a311oi_1 0.52
o21ai_1 0.30, o31ai_2 0.50, a221oi_2 0.14, o21ai_1 0.30
or4_1 0.15, o311ai_0 0.10
-- cell usage in the layout (no fill, tap or decap), drive strengths merged, types with 4 or more instances in the layout --
cell           Yosys  layout
xnor2             47      47
a211oi            14      14
nand2            629     629
buf                5      80
clkinv             1       4
a21o              22      22
nor2             175     175
and2             456     456
mux2i             74      74
nand4             18      18
or2                4       4
o31ai              6       6
nand3             25      25
a21oi            108     108
o211ai             7       7
a31oi             11      11
nor2b              6       6
o21ai             50      50
bufinv             0       4
ha               220     220
nor3              20      20
o21bai            16      16
o2111ai            4       4
xor2              17      17
nand2b            10      10
and3               9       9
clkdlybuf4s50      0     195
o21a               5       5
inv             1269    1272
fa              1222    1222
clkbuf           243      20
dfxtp            129     129
or3                9       9
-- final cells by class --
type | count | area, um^2 | area share
multi-input cells | 3219 | 36800 | 0.748
flip-flops and latches | 129 | 2580 | 0.0525
inverters | 1270 | 4770 | 0.0969
repair buffers | 275 | 2560 | 0.0519
clock buffers | 20 | 467 | 0.00948
clock inverters | 11 | 173 | 0.00351
well taps | 1488 | 1860 | 0.0378
